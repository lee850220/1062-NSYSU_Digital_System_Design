==> design.v <==
`timescale 1ns / 1ns
module traffic_light (
    output HGS, HGL, HGR, HY, HR, FG, FY, FR,
    input clk, reset    
    );
    wire [1:0] ST_connect, T_connect;
    controller Controller (
        .HGS(HGS),
        .HGL(HGL), 
        .HGR(HGR), 
        .HY(HY), 
        .HR(HR), 
        .FG(FG), 
        .FY(FY), 
        .FR(FR), 
        .ST_out(ST_connect), 
        .Trigger(T_connect),  
        .clk(clk), 
        .reset(reset)
        );
    counter Counter (
        .Trigger_out(T_connect),
        .clk(clk),
        .reset(reset),
        .ST(ST_connect)
        );
endmodule
module controller (
    output HGS, HGL, HGR, HY, HR, FG, FY, FR, 
    output reg[1:0] ST_out,
    input [1:0]Trigger,
    input clk, reset
    );
    reg[1:0] ST;  
    reg[2:0] state, nxt_state;
    parameter S0 = 3'b000, S1 = 3'b001, S2 = 3'b010, S3 = 3'b011, S4 = 3'b100, S5 = 3'b101;
    parameter TL = 2'b11, TN = 2'b10, TS = 2'b01;
    assign HGS = (state == S0);
    assign HGL = (state == S4);
    assign HGR = (state == S0);
    assign HY = (state == S1) || (state == S5);
    assign HR = (state == S2) || (state == S3) || (state == S4) || (state == S5);
    assign FG = (state == S2);
    assign FY = (state == S3);
    assign FR = (state == S0) || (state == S1) || (state == S4) || (state == S5);
    always @ (posedge clk or posedge reset)
        if (reset)  
        begin
            state <= S0;
            ST_out <= 2'b00;
        end
        else begin
            state <= nxt_state;
            ST_out <= ST;
        end
    always @ (state or Trigger)                                                                                             
        case (state)  
            S0: if (Trigger == TL) begin
                    nxt_state = S1;
                    ST = TS;
                end
                else begin
                    nxt_state = S0;
                    ST = 2'b00;
                end
            S1: if (Trigger == TS) begin
                    nxt_state = S4;
                    ST = TN;
                end
                else begin
                    nxt_state = S1;
                    ST = 2'b00;
                end
            S2: if (Trigger == TL) begin
                    nxt_state = S3;
                    ST = TS;
                end
                else begin
                    nxt_state = S2;
                    ST = 2'b00;
                end
            S3: if (Trigger == TS) begin
                    nxt_state = S0;
                    ST = TL;
                end
                else begin
                    nxt_state = S3;
                    ST = 2'b00;
                end
            S4: if (Trigger == TN) begin
                    nxt_state = S5;
                    ST = TS;
                end
                else begin
                    nxt_state = S4;
                    ST = 2'b00;
                end
            S5: if (Trigger == TS) begin
                    nxt_state = S2;
                    ST = TL;
                end
                else begin
                    nxt_state = S5;
                    ST = 2'b00;
                end
        endcase
endmodule
module counter (
    output reg [1:0]Trigger_out,
    input clk, reset,
    input [1:0] ST 
    );
    reg [5:0]count;
    reg [1:0]state;
    parameter L = 7, N = 5, S = 3;
    parameter TL = 2'b11, TN = 2'b10, TS = 2'b01;
    always @ (posedge clk) begin
        if (reset) begin
            count <= L;
            Trigger_out <= 2'b00; 
            state <= TL;
        end       
        else begin
            if (ST == 2'b00 && count != 0) begin
                count <= count - 1;
            end
            else begin
                state <= ST;
                case (ST)
                    TL: count <= L;
                    TN: count <= N;
                    TS: count <= S;
                endcase
            end
            if (count == 0) begin
                Trigger_out <= state;
            end
        end
    end
endmodule          
==> run.sh <==
#!/bin/bash
# OpenROAD 26Q1-2900-gdf79404cd8, Yosys 0.63+post, stock flow scripts
make -C /OpenROAD-flow-scripts/flow DESIGN_CONFIG=/design/flow/config.mk WORK_HOME=/design/flow/orfs finish
==> config.mk <==
export PLATFORM = sky130hd
export DESIGN_NAME = traffic_light
export DESIGN_NICKNAME = traffic_light
export VERILOG_FILES = /design/flow/design.v
export SDC_FILE = /design/flow/constraint.sdc
export NUM_CORES = 4
export LEC_CHECK = 1
export CORE_AREA = 10 10 96 96
export DIE_AREA = 0 0 106 106
==> constraint.sdc <==
current_design traffic_light

set clk_period 2.8
set clk_io_pct 0.2

create_clock -name clk0 -period $clk_period [get_ports {clk}]

set non_clock_inputs [all_inputs -no_clocks]
set_input_delay [expr $clk_period * $clk_io_pct] -clock clk0 $non_clock_inputs
set_output_delay [expr $clk_period * $clk_io_pct] -clock clk0 [all_outputs]
==> notes.md <==
Implementation progress

The number of unique standard cell types used by synthesis stands at 28. In the synthesis report, Yosys lists the chip area as 810 um2. The average instance area after synthesis stands at 8.90 um2. The total negative setup slack stands at 0 ns.

Static timing analysis puts the maximum clock frequency at 462 MHz. According to the timing report, the arrival time at the worst endpoint equals 1.60 ns.

The area of the die stands at approximately 0.011 mm2. The final critical-path required period stands at 2.16 ns. The final worst clock skew stands at between 0.005 and 0.006 ns. Of the available clock period, the critical path in the final layout requires between 70% and 80%. The area added between synthesis and finish stands at 30.1%.

The total via count in the routed design stands at 640. The layout report lists the combined flip-flop and latch area as 400 um2. For this configuration, the core starts out at a cell density of 11.2%. The standby leakage power stands at 0.420 nW. The largest individual stage delay along the critical path comes from the cell sky130_fd_sc_hd__clkdlybuf4s50_1. The count of endpoints failing setup in the final report stands at 0. The tree is rooted in a sky130_fd_sc_hd__clkbuf_8. The path class of the tightest hold or removal check is reg -> reg. CTS built an H-tree with a depth of 1. TritonCTS built the clock tree. The number of buffers inserted to repair setup after CTS stands at 0. Per the synthesis report, the dominant area consumer among library cells is sky130_fd_sc_hd__dfxtp_1.

The number of global-route vias before repair stands at 549. The count of input and output buffers stands at 9. Recorded from the global router log, the overflow total was 0. The worst-margin pin slew stands at about 0.33 ns.

The via count normalized by instance count stands at about 3.2. Looking at the gate-level netlist, the highest instance count belongs to sky130_fd_sc_hd__nor2_1. The share of Yosys cell area claimed by the top area cell type stands at 24.7%. The count of unclocked register or latch pins stands at 5. The cell area after synthesis stands at 810 um2. Per the power-grid run, VDD falls by no more than about 160 uV.

The first detailed-routing pass ran for 4 iterations. The die extent in x stands at 106 um. Hold-check failures listed in the final report amount to 0. Setup repair after global routing left no endpoint under its margin. The fraction of registers with async set or reset after synthesis stands at 25.0%.

The flip-flop and latch count after synthesis stands at 20. The pre-CTS setup check shows a worst slack of roughly 0.86 ns. The synthesis log from Yosys contains 2 warnings. In this design, the stage delay of the slowest critical-path cell is 0.54 ns. Dividing total power by cell area gives a power density of 400 mW/mm2. Counting flops with a built-in enable in the synthesized netlist gives 0. 10 I/O pins were placed. The number of max-capacitance violations reported stands at 0. The placement row count stands at 31.

The required time at the worst-slack endpoint stands at 2.24 ns. The global-route wire length before repair stands at ~2500 um. The die outline height stands at 106 um. In the final report, the number of pins over their slew limit comes to 0. Per the layout area report, the combinational gate area comes to roughly 350 um2. In the global route stage, overall resource usage came out at 2.65%.

The total CTS buffers stands at 3. The initial antenna violation count stands at 0. By startpoint and endpoint, the worst setup path is classified as reg -> out.

Entering global routing, the biggest net connects 11 pins. The layer flagged by global routing as most heavily used is met1. The latest clock arrival within the worst-skew pair stands at 0.25 ns. The worst setup path is launched from a flip-flop. The number of buffers between clock root and the deepest sink stands at 2. The post-route DRC violation count stands at 0.

The least setup slack across all paths after layout stands at 0.637 ns. The post-DP HPWL stands at roughly 1100 um. The run finished with clean final reports. The count of routing violations after the opening detailed-route iteration stands at 32. After synthesis, the most frequently instantiated cells are 14 x sky130_fd_sc_hd__nor2_1, 11 x sky130_fd_sc_hd__inv_1, 10 x sky130_fd_sc_hd__dfxtp_1, 6 x sky130_fd_sc_hd__o21ai_0. The number of unconstrained endpoints stands at 10. Per the OpenROAD floorplan log, the area of the core is around 0.0072 mm2. In the synthesized netlist the dominant register cell turns out to be sky130_fd_sc_hd__dfxtp_1.

The critical-path maximum fanout stands at 8. Sorting the synthesized cells by area gives the leading types as sky130_fd_sc_hd__dfxtp_1 25%, sky130_fd_sc_hd__dfrtp_1 15%, sky130_fd_sc_hd__dlxtn_1 9.3%. The final weighted congestion recorded by global placement is 0.778. STA classifies the critical path endpoint as an output pin.

The script logs the mean routed wire length per placed instance as 7.80 um. The fraction of final layout cells with drive strength greater than 1 stands at 5.94%. The synthesized instance count stands at just over 90. Once the clock tree was built, the resizer swapped 0 gates to a different size. The stage logs contain a warning count of 25.

Routing resource usage on met2 recorded by global route was 3.27%. The number of fill cells in the layout stands at approximately 840. The routed wire length stands at about 1600 um.

met1 track demand over resource after global routing is 3.79%. For this design, Yosys synthesis ends with a cell count of 91. Walking the worst path, the cells encountered are nor3b_1 > clkdlybuf4s50_1. The clock transition at the register clock pins on the worst setup and hold paths after CTS stands at 0.06 ns.

The worst pin sits at a relative slew slack of between 70 and 80%. The post-CTS hold buffer count recorded in the log is 0. The number of nets with antenna violations after detailed routing stands at 0. In the global route stage, met3 resource usage came out at roughly 1.9%.

The total inserted antenna cells stands at 0.
[layout make-up]
cell class                      instances  area share [%]
Clock inverter                          1           0.475
Timing Repair Buffer                    9            8.55
Sequential cell                        20            38.0
Tap cell                               99            11.8
Multi-Input combinational cell         57            33.4
Inverter                               11            3.92
Clock buffer                            3            3.92
[kinds of logic after synthesis]
group / synth area share (%)
xor gates and xnor gates: 1.08
muxes: 3.71
DFF: 40.2
latches: 9.27
and+or+nand+nor: 20.7
adders and majority gates: 1.55
AOI/OAI and AO/OA: 16.4
buffers and inverters: 7.11
[power by group]
| group | internal [W] | leakage (nW) | switching (W) | total (W) |
|---|---|---|---|---|
| clock | 0.0000984 | 0.0255 | 0.0000757 | 0.000174 |
| sequential | 0.000219 | 0.189 | 0.00000487 | 0.000224 |
| combinational | 0.00000947 | 0.205 | 0.0000138 | 0.0000233 |
| total | 0.000327 | 0.420 | 0.0000943 | 0.000421 |
[per-layer routing]
metal | up-vias | routed length (um)
li1 | 332 | -
met5 | - | 0
met2 | 17 | 530
met1 | 289 | 838
met3 | 2 | 185
met4 | 0 | 6
[worst paths after layout]
| path | to | slack (ns) | start | depth (start not counted) |
|---|---|---|---|---|
| max | HGL | 0.64 | Controller.state[1] | 2 |
| min | Counter.state[0] | 0.47 | Counter.state[0] | 2 |
| max reg2reg | Counter.count[1] | 0.83 | Counter.count[0] | 5 |
| min reg2reg | Counter.state[0] | 0.47 | Counter.state[0] | 2 |
| max in group asynchronous | Controller.state[0] | 1.95 | reset | 2 |
| min in group asynchronous | Controller.ST_out[0] | 0.69 | reset | 2 |
[sequential cells by signal, summed over array words and instances, names as in the netlist]
register	cells
Counter.count	6
Controller.nxt_state	3
Controller.state	3
Controller.ST	2
Controller.ST_out	2
Counter.Trigger_out	2
Counter.state	2
[through the flow]
step           instance area (um2)  total power, W  std cells  utilization (%)  hold slack, ns
2_1_floorplan                  810        0.000245         91                -           0.339
3_3_place_gp                  1010        0.000251        196             14.0           0.465
3_5_place_dp                  1010        0.000252        196             14.0           0.471
4_1_cts                       1050        0.000427        200             14.6           0.478
5_1_grt                       1050        0.000441        200             14.6           0.502
6_report                      1050        0.000421        200             14.6           0.472
[cell usage in the layout, fill, tap and decap left out, types with 2 or more instances in the layout]
cell type                         count
sky130_fd_sc_hd__dfrtp_1              5
sky130_fd_sc_hd__o31ai_1              3
sky130_fd_sc_hd__mux2i_1              3
sky130_fd_sc_hd__nand2b_1             2
sky130_fd_sc_hd__nand3b_1             3
sky130_fd_sc_hd__nand3_1              2
sky130_fd_sc_hd__or3_1                4
sky130_fd_sc_hd__dlxtn_1              5
sky130_fd_sc_hd__nor3_1               2
sky130_fd_sc_hd__inv_1               11
sky130_fd_sc_hd__and2_1               2
sky130_fd_sc_hd__o21ai_0              6
sky130_fd_sc_hd__nor2_1              14
sky130_fd_sc_hd__a21oi_1              5
sky130_fd_sc_hd__o211ai_1             2
sky130_fd_sc_hd__clkdlybuf4s50_1      9
sky130_fd_sc_hd__dfxtp_1             10
sky130_fd_sc_hd__clkbuf_8             3
[critical path, delay by kind of cell, from the launching register on]
| family | cells | cell delay (ns) |
|---|---|---|
| buffers and inverters | 1 | 0.54 |
| and+or+nand+nor | 1 | 0.35 |
| DFF | 1 | 0.46 |
Power is estimated from default activity; no workload was simulated.
