==> flow/design.v <==
`timescale 1ns / 1ns
module CLL (
    output C_out,
    output S3, S2, S1, S0,
    input A3, A2, A1, A0, B3, B2, B1, B0,
    input C0
    );
    wire c1t1,c2t1,c2t2,c3t1,c3t2,c3t3,c4t1,c4t2,c4t3,c4t4;
    wire C1, C2, C3;
    wire [3:0] G, P;
    and #(1) (G[0], A0, B0);
    xor #(1) (P[0], A0, B0);
    and #(1) (G[1], A1, B1);
    xor #(1) (P[1], A1, B1);
    and #(1) (G[2], A2, B2);
    xor #(1) (P[2], A2, B2);
    and #(1) (G[3], A3, B3);
    xor #(1) (P[3], A3, B3);
    and #(1) A11 (c1t1, P[0], C0);
    or #(1)  OC1 (C1, G[0], c1t1);
    and #(1) A21 (c2t1, P[1], G[0]);
    and #(1) A22 (c2t2, P[1], P[0], C0);
    or #(1)  OC2 (C2, G[1], c2t1, c2t2);
    and #(1) A31 (c3t1, P[2], G[1]);
    and #(1) A32 (c3t2, P[2], P[1], G[0]);
    and #(1) A33 (c3t3, P[2], P[1], P[0], C0);
    or #(1)  OC3 (C3, G[2], c3t1, c3t2, c3t3);
    and #(1) A41 (c4t1, P[3], G[2]);
    and #(1) A42 (c4t2, P[3], P[2], G[1]);
    and #(1) A43 (c4t3, P[3], P[2], P[1], G[0]);
    and #(1) A44 (c4t4, P[3], P[2], P[1], P[0], C0);
    or #(1)  OC4 (C_out, G[3], c4t1, c4t2, c4t3, c4t4);
    xor #(1) (S0, P[0], C0);
    xor #(1) (S1, P[1], C1);
    xor #(1) (S2, P[2], C2);
    xor #(1) (S3, P[3], C3);
endmodule
module HW1_1 (
    input [7:0]A,
    input [7:0]B,
    input Add_ctrl,
    output [7:0]SUM,
    output C_out,
    output Overflow
    );
    wire [7:0] B_s;
    wire nAdd_ctrl, C4, C8;
    wire nA7,nB7,nS7,ao1,ao2,ao3,ao4;
    not #(1) (nAdd_ctrl, Add_ctrl);
    or #(1) (C0, nAdd_ctrl);
    xor #(1) (B_s[0], nAdd_ctrl, B[0]);
    xor #(1) (B_s[1], nAdd_ctrl, B[1]);
    xor #(1) (B_s[2], nAdd_ctrl, B[2]);
    xor #(1) (B_s[3], nAdd_ctrl, B[3]);
    xor #(1) (B_s[4], nAdd_ctrl, B[4]);
    xor #(1) (B_s[5], nAdd_ctrl, B[5]);
    xor #(1) (B_s[6], nAdd_ctrl, B[6]);
    xor #(1) (B_s[7], nAdd_ctrl, B[7]);
    CLL CLL1 (C4, SUM[3], SUM[2], SUM[1], SUM[0], A[3], A[2], A[1], A[0], B_s[3], B_s[2], B_s[1], B_s[0], C0);
    CLL CLL2 (C8, SUM[7], SUM[6], SUM[5], SUM[4], A[7], A[6], A[5], A[4], B_s[7], B_s[6], B_s[5], B_s[4], C4);
    xor #(1) (C_out, C8, nAdd_ctrl);
    not #(1) NA7 (nA7, A[7]);
    not #(1) NB7 (nB7, B[7]);
    not #(1) NS7 (nS7, SUM[7]);
    and #(1) AO1 (ao1, A[7], B[7], Add_ctrl, nS7);
    and #(1) AO2 (ao2, nA7, nB7, Add_ctrl, SUM[7]);
    and #(1) AO3 (ao3, A[7], nB7, nAdd_ctrl, nS7);
    and #(1) AO4 (ao4, nA7, B[7], nAdd_ctrl, SUM[7]);
    or  #(1) OVF (Overflow, ao1, ao2, ao3, ao4);       
endmodule
==> flow/run.sh <==
#!/bin/bash
# OpenROAD 26Q1-2900-gdf79404cd8, Yosys 0.63+post, stock flow scripts
make -C /OpenROAD-flow-scripts/flow DESIGN_CONFIG=/design/flow/config.mk WORK_HOME=/design/flow/orfs finish
==> flow/config.mk <==
export PLATFORM = sky130hd
export DESIGN_NAME = HW1_1
export DESIGN_NICKNAME = HW1_1
export VERILOG_FILES = /design/flow/design.v
export SDC_FILE = /design/flow/constraint.sdc
export NUM_CORES = 4
export LEC_CHECK = 1
export CORE_AREA = 10 10 70 70
export DIE_AREA = 0 0 80 80
==> flow/constraint.sdc <==
current_design HW1_1

set clk_period 5.2
set clk_io_pct 0.2

create_clock -name clk0 -period $clk_period

set non_clock_inputs [all_inputs -no_clocks]
set_input_delay [expr $clk_period * $clk_io_pct] -clock clk0 $non_clock_inputs
set_output_delay [expr $clk_period * $clk_io_pct] -clock clk0 [all_outputs]
==> flow_metrics.env <==
# physical design summary
export IMPL_status="completed"
export IMPL_gr_total_overflow=0
export IMPL_power_internal_mw=0.07818
export IMPL_hold_path_class="input pin to primary output"
export IMPL_firstDrtPassIters=3
export IMPL_antenna_found_initial=0
export IMPL_drtAntennaViolNets=0
export IMPL_finalHoldViolations=0
export IMPL_n_antenna_cell=0
export IMPL_avgSynthCellArea_sq_um=8.401
export IMPL_place_congestion=0.7577
export IMPL_setup_worst_path_class="input pin to primary output"
export IMPL_comb_power_share=1.000
export IMPL_io_pins=27
export IMPL_p_leak_nw=0.2949
export IMPL_syn2layout_area_growth_pct=57.71
export IMPL_drv_slew=0
export IMPL_holdBufCountCts=0
export IMPL_warnings=32
export IMPL_swShare=0.3327
export IMPL_fp_util=0.1377
export IMPL_worst_ir_drop_vdd_v=0.00002231
export IMPL_wire_per_inst_um=9.744
export IMPL_fin_util=0.2172
export IMPL_nClkBuffers=0
export IMPL_yosysWarnings=1
export IMPL_dpl_hpwl_um=1088
export IMPL_grtUsageTotal=0.03632
export IMPL_fp_dieW_um=80
export IMPL_syn_area_sq_um=470.5
export IMPL_die_area_sq_um=6400
export IMPL_grt_pass1_vias=444
export IMPL_rsz0062_at_grt="no"
export IMPL_seq_cell_count=0
export IMPL_fmax_ghz=0.2035
export IMPL_final_common_cell="clkdlybuf4s50_1"
export IMPL_yosys_cells=56
export IMPL_drt_first_iter_violations=12
export IMPL_crit_arrival_ns=3.87
export IMPL_cp_required_ns=4.16
export IMPL_core_area_sq_um=3416
export IMPL_dp_cells=121
export IMPL_power_density_nw_per_um2=157.9
export IMPL_crit_path_frequent_cell="clkdlybuf4s50_1"
export IMPL_path_cells="clkdlybuf4s50_1, buf_4, xnor2_1, ha_1, o2111a_1, a2111oi_4, o21ai_1, xor2_1, mux2i_1, clkdlybuf4s50_1"
export IMPL_critPathMaxFanout=11
export IMPL_ys_area_sq_um=470.5
export IMPL_switchingPower_mw=0.03898
export IMPL_endpoint_kind="primary output"
export IMPL_tightest_slew_ns=0.3707
export IMPL_synthCells=56
export IMPL_ctsResizeCount=0
export IMPL_regArea_sq_um=0
export IMPL_final_cell_mix="27 x clkdlybuf4s50_1, 12 x xnor2_1, 8 x ha_1"
export IMPL_cp_slowest_cell="clkdlybuf4s50_1"
export IMPL_synthDistinctLibCells=22
export IMPL_avgViaCountPerCell=3.471
export IMPL_p_clk_frac=0
export IMPL_finalClockPeriodUsage=0.9452
export IMPL_nFillCells=375
export IMPL_cts_setup_buffers=0
export IMPL_max_slew_margin=0.7528
export IMPL_fin_tns_setup_ns=0
export IMPL_finalCriticalPeriod_ns=4.915
export IMPL_drive_above_1_share=0.04000
export IMPL_worst_setup_path_start_kind="input pin"
export IMPL_routed_wl_um=1179
export IMPL_port_buffer_count=27
export IMPL_maxCapViolCount=0
export IMPL_critPathBufInv=3
export IMPL_cp_slowest_stage_delay_ns=0.49
export IMPL_seqPwrFrac=0
export IMPL_via_count=420
export IMPL_num_rows=21
export IMPL_postSynthSeqShare=0
export IMPL_grt_max_degree=12
export IMPL_cp_top_family="buffers and inverters"
export IMPL_grt_pass1_wl_um=1959
export IMPL_setup_viol=0
export IMPL_die_height_um=80
export IMPL_drc_errors=0
export IMPL_stdcell_count=121
[per-layer routing]
| layer | share of wire | track usage | vias to the layer above |
|---|---|---|---|
| li1 | - | - | 223 |
| met1 | 0.39 | 0.04042 | 183 |
| met2 | 0.44 | 0.06501 | 14 |
| met3 | 0.17 | 0.01705 | 0 |
| met4 | 0 | 0 | 0 |
| met5 | 0 | 0 | - |
[cells in the mapped netlist (all sizes together)]
cell,n,share of area
inv,3,0.024
nand3,1,0.011
o2111a,1,0.024
and3,1,0.013
nand2,2,0.016
ha,8,0.21
nand2b,1,0.013
fa,1,0.043
a21o,1,0.016
nor2b,1,0.013
a2111oi,1,0.059
buf,9,0.14
o21bai,1,0.016
nor2,1,0.0080
xor2,4,0.074
or2,1,0.013
o21ai,2,0.021
a21oi,4,0.043
mux2i,1,0.021
xnor2,12,0.22
[power by group through the flow]
stage | Combinational (mW) | Sequential, mW | Clock, mW
6_report | 0.117 | 0 | 0
4_1_cts | 0.121 | 0 | 0
5_1_grt | 0.131 | 0 | 0
[through the flow]
step / instance area [sq um] / setup WS, ns / power [mW] / hold slack [ns]
5_1_grt: 742.0 / 0.02107 / 0.1308 / 3.146
4_1_cts: 742.0 / 0.2005 / 0.1208 / 3.063
6_report: 742.0 / 0.2852 / 0.1172 / 3.055
3_5_place_dp: 742.0 / 0.1984 / 0.1204 / 3.057
3_3_place_gp: 742.0 / 0.2503 / 0.1188 / 3.042
2_1_floorplan: 470.5 / 0.9759 / 0.07701 / 2.149
[tightest hold or removal path, stage by stage]
cell and delay (ns):
clkdlybuf4s50_1 0.44, nand2_1 0.07, mux2i_1 0.06, clkdlybuf4s50_1 0.40
[path summary, 6_finish.rpt]
check / from / end / slack [ns] / cells after the start
max: Add_ctrl / Overflow / 0.29 / 10
min: A[7] / Overflow / 3.06 / 4
[final cells by class]
| type | instances | area, sq um | share of cell area |
|---|---|---|---|
| multi-input cells | 44 | 395.4 | 0.5329 |
| repair buffers | 28 | 277.8 | 0.3744 |
| well taps | 46 | 57.56 | 0.07757 |
| inverters | 3 | 11.26 | 0.01518 |
[logic make-up (layout without fill, tap and decap cells)]
kind of cell               count (synthesis)  in the layout  share of synthesized area
xor gates and xnor gates                  16             16                     0.2979
buffers and inverters                     12             31                     0.1596
muxes                                      1              1                    0.02128
adders and majority gates                  9              9                     0.2553
AOI/OAI and AO/OA                         10             10                     0.1782
and+or+nand+nor                            8              8                    0.08779
Power figures rest on the tool's default switching activity, not on a simulated workload.
